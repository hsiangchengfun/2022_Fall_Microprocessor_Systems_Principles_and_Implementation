===== ./run.sh =====
#!/bin/bash
# OpenROAD 26Q1-2900-gdf79404cd8, Yosys 0.63+post, stock flow scripts
make -C /OpenROAD-flow-scripts/flow DESIGN_CONFIG=/design/flow/config.mk WORK_HOME=/design/flow/orfs finish

===== ./config.mk =====
export PLATFORM = sky130hd
export DESIGN_NAME = reg_file
export DESIGN_NICKNAME = reg_file
export VERILOG_FILES = /design/flow/design.v
export SDC_FILE = /design/flow/constraint.sdc
export NUM_CORES = 4
export LEC_CHECK = 1
export CORE_UTILIZATION = 30

===== ./constraint.sdc =====
current_design reg_file

set clk_period 15.8
set clk_io_pct 0.2

create_clock -name clk0 -period $clk_period [get_ports {clk_i}]

set non_clock_inputs [all_inputs -no_clocks]
set_input_delay [expr $clk_period * $clk_io_pct] -clock clk0 $non_clock_inputs
set_output_delay [expr $clk_period * $clk_io_pct] -clock clk0 [all_outputs]

===== ./design.v =====
`timescale 1ns / 1ps
`timescale 1ns / 1ps 
module reg_file #(
    parameter NUM_REGS = 32,
    parameter XLEN = 32,
    parameter NRLEN = $clog2(NUM_REGS) )
(
    input                clk_i,
    input                rst_i,
    input  [NRLEN-1 : 0] rs1_addr_i,
    input  [NRLEN-1 : 0] rs2_addr_i,
    input                rd_we_i,
    input  [NRLEN-1 : 0] rd_addr_i,
    input  [XLEN-1 : 0]  rd_data_i,
    output [XLEN-1 : 0]  rs1_data_o,
    output [XLEN-1 : 0]  rs2_data_o
);
wire we = rd_we_i & ( | rd_addr_i);  
reg [XLEN-1 : 0] x[0 : NUM_REGS-1];
assign rs1_data_o = (we & (rs1_addr_i == rd_addr_i)) ? rd_data_i : x[rs1_addr_i];
assign rs2_data_o = (we & (rs2_addr_i == rd_addr_i)) ? rd_data_i : x[rs2_addr_i];
wire [XLEN-1 : 0] ra  = x[ 1];  
wire [XLEN-1 : 0] sp  = x[ 2];  
wire [XLEN-1 : 0] gp  = x[ 3];  
wire [XLEN-1 : 0] tp  = x[ 4];  
wire [XLEN-1 : 0] t0  = x[ 5];  
wire [XLEN-1 : 0] t1  = x[ 6];  
wire [XLEN-1 : 0] t2  = x[ 7];  
wire [XLEN-1 : 0] s0  = x[ 8];  
wire [XLEN-1 : 0] s1  = x[ 9];  
wire [XLEN-1 : 0] a0  = x[10];  
wire [XLEN-1 : 0] a1  = x[11];  
wire [XLEN-1 : 0] a2  = x[12];  
wire [XLEN-1 : 0] a3  = x[13];  
wire [XLEN-1 : 0] a4  = x[14];  
wire [XLEN-1 : 0] a5  = x[15];  
wire [XLEN-1 : 0] a6  = x[16];  
wire [XLEN-1 : 0] a7  = x[17];  
wire [XLEN-1 : 0] s2  = x[18];  
wire [XLEN-1 : 0] s3  = x[19];  
wire [XLEN-1 : 0] s4  = x[20];  
wire [XLEN-1 : 0] s5  = x[21];  
wire [XLEN-1 : 0] s6  = x[22];  
wire [XLEN-1 : 0] s7  = x[23];  
wire [XLEN-1 : 0] s8  = x[24];  
wire [XLEN-1 : 0] s9  = x[25];  
wire [XLEN-1 : 0] s10 = x[26];  
wire [XLEN-1 : 0] s11 = x[27];  
wire [XLEN-1 : 0] t3  = x[28];  
wire [XLEN-1 : 0] t4  = x[29];  
wire [XLEN-1 : 0] t5  = x[30];  
wire [XLEN-1 : 0] t6  = x[31];  
integer idx;
always @(posedge clk_i)
begin
    if (rst_i)
        for (idx = 0; idx < NUM_REGS; idx = idx + 1) x[idx] <= {XLEN{1'b0}};
    else
    begin
        if (we)
        begin
            x[rd_addr_i] <= rd_data_i;
        end
    end
end
endmodule

==> results_slide.txt <==
Physical Implementation Snapshot

Status
  – Outcome: completed

Placement
  – PortBufs: about 110
  – Half-perimeter wire length of the detailed placement result: approximately 110 mm
  – Minimum setup slack after placement: 5.03 ns
  – RePlAce Congestion: just under 0.9

Clock network
  – Number of buffers created by CTS: 102
  – Post-CTS Resized: 0
  – Number of post-CTS setup repair buffers: 0
  – Number of clock sinks: 1024
  – TritonCTS clock tree: yes
  – Number of hold buffers added after CTS: 0
  – Number of levels in the clock H-tree: 3
  – Clock buffer depth: 3
  – Clock tree root driver cell: clkbuf_16
  – CTS clk-pin slew, worst paths: roughly 0.070 ns

Pwr
  – Internal portion of total power: around 0.0048 W
  – Part of the power in combinational logic: between 10% and 20%
  – Relative contribution of the clock network to total power: between 30% and 40%
  – Power, Total: between 0.006 and 0.007 W
  – Worst VDD drop: ~94 uV
  – Switching fraction of total power: between 20% and 30%
  – Reported leakage power: approximately 20 nW
  – Share of power burned in registers: around half
  – Switching component of the power: around 0.0016 W
  – Areal power density over the cells: between 100 and 150 nW/um2

Yosys
  – Compound-cell area share of the yosys netlist: ~3.5%
  – Simple-Gate Fraction of Synth Area: around 14%
  – XOR-XNOR Cells, Area Fraction: less than 1%
  – Synth warnings: 1
  – Number of enable-type register cells in the synthesized netlist: approximately 1000
  – Fraction of synthesis flops using an asynchronous set or reset pin: 0%
  – Top flip-flop cell by instance count after synthesis: edfxtp_1
  – Area share of fa/ha/maj cells after synthesis: 0%
  – Number of storage elements in the synthesis netlist: approximately 1000
  – Share of the yosys chip area belonging to registers: between 50% and 60%
  – Number of unique standard cell types used by synthesis: 43
  – Post-synth area from yosys stat: between 50000 and 60000 um2
  – Main combinational cell family by area after synthesis: multiplexers
  – Mean area per synthesized cell: 15.6 um2
  – Mux share: between 20% and 30%
  – Number of standard cells after synthesis: between 3000 and 4000
  – Yosys cell count: around 3500
  – Cell Area, Synth: between 50000 and 60000 um2

Critical path
  – Worst-path cell with the longest stage delay: or4_1
  – Most prevalent standard cell on the critical path: buf_4
  – Max Fanout on Critical Path: around 53
  – Required time at the endpoint of the critical path: roughly 13 ns
  – Cell family with most CP delay: buffers and inverters
  – Worst setup path startpoint: rs2_addr_i[0]
  – Bufs and invs on worst path: 5
  – Arrival time worst endpoint: 7.58 ns
  – Stage delay of the slowest cell on the critical path: 0.72 ns
  – Number of stages on the worst setup path: 9
  – Crit-path cells: buf_8, buf_4, buf_4, buf_4, mux4_1, o22ai_1, or4_1, o21ai_1, clkdlybuf4s50_1
  – Type of destination of the critical path: output pin
  – Critical Setup Path Class: input port to output pin
  – Critical Path Start Type: input port
  – CP Capture Point: rs2_data_o[9]

Hold path
  – HP Start: rst_i
  – Class of the tightest hold or removal check: input port to flip-flop

Cells and area
  – Register with the highest flop count: x
  – Biggest regs: x x1024
  – Flip-flop count of the largest register after layout: approximately 1000
  – Growth of design area from synthesis to finish: 12.3%
  – Post-layout util: about a third
  – Fraction of final layout cells sized beyond drive strength 1: roughly 22%

Routing
  – Total length of routed met3 wires: slightly above 30 mm
  – Detailed-routing wirelength on met1: about 56 mm
  – Met2 routed wirelength: 90.3 mm
  – Number of DRC markers in iteration 0: roughly 2200
  – Top routing layer used: met5
  – Total number of vias: between 30000 and 40000
  – Remaining DRCs: 0
  – Detail Route Antenna Nets: 0
  – Wire length after detailed routing: between 150 and 200 mm
  – Number of vias per cell after detailed routing: 5.55
  – Post-DR wirelength/cell: between 30 and 40 um
  – Initial DRT Pass Iterations: 6

STA
  – Pins Over Slew Limit: 0
  – Slew @ Worst Pin: between 0.9 and 1 ns
  – Final Hold Violation Tally: 0
  – Final period utilization: between 60% and 70%
  – Final hold slack: 2.95 ns
  – Number of setup violations in the final report: 0
  – RSZ-0062 raised after global routing: false
  – Minimum clock period: between 10 and 15 ns
  – Slew Limit Headroom: between 30% and 40%
  – Highest Clock Rate: just over 90 MHz
  – Summed negative setup slack over all endpoints: 0 ns
  – Final Worst Setup Slack: a little over 5 ns

Floorplanning
  – Standard-cell rows: ~160
  – Die x size: about 430 um
  – Chip footprint: 183000 um2
  – Die Span Y: 428 um
  – Floorplan Utilization: 30.2%
  – Number of top-level pins: between 100 and 150
  – Placeable Area: 181000 um2

Job
  – Log Warnings: 26
  – Max_cap viols: 0

GRT
  – Initial antenna violation count: 11
  – Global-route wire length before repair: between 200 and 300 mm
  – Maximum number of pins on one net before global-route repair: just over 60
  – Overall global routing resource usage: 22.0%
  – Number of global-route vias before repair: 35600
  – Remaining global-route overflow: 0
==> stage by stage <==
stage / instances / instance area, um2
finish: 5966 / 61100
CTS: 5957 / 61100
detailed placement: 5773 / 57800
floorplan: 3525 / 54600
global placement: 5773 / 57800
global route: 5958 / 61100
==> layout make-up <==
class / instances / area (um2)
Sequential cell: 1024 / 30700
Clock buffer: 121 / 2620
Antenna cell: 9 / 22.5
Fill cell: 16800 / 119000
Clock inverter: 63 / 643
Tap cell: 2370 / 2970
Multi-Input combinational cell: 2114 / 21800
Timing Repair Buffer: 265 / 2300
==> layout by cell type, fill, tap and decap left out, types with 5 or more instances in the layout <==
cell type,n
clkdlybuf4s50_1,108
clkinv_2,17
or4_1,63
nor2_1,7
nand3b_1,12
nor2_4,31
o21ai_1,62
nand2_1,65
mux4_2,425
clkbuf_16,102
diode_2,9
nand3_1,7
buf_4,152
conb_1,32
or2_2,31
clkinv_1,23
nor2b_1,5
clkbuf_1,19
mux2i_1,11
mux4_1,83
o22ai_1,248
xnor2_1,6
and2_1,992
bufinv_16,9
edfxtp_1,1024
==> power by group through the flow <==
stage                 Combinational [W]  Clock (W)  Sequential [W]
after CTS                      0.000761    0.00245         0.00321
after global routing           0.000794    0.00255         0.00322
final                          0.000761    0.00243         0.00321
==> kinds of logic after synthesis <==
logic type,after synthesis
and+or+nand+nor,1236
muxes,519
buffers and inverters,387
DFF,1024
xor gates and xnor gates,10
other,1
AOI/OAI and AO/OA,317
==> cells in the mapped netlist (all sizes together) (5+ instances only) <==
cell type / count / area [um2]
o21ai: 62 / 310
mux2i: 11 / 110
nand3: 9 / 45.0
nand3b: 12 / 90.1
and2: 992 / 6210
or4: 63 / 473
edfxtp: 1024 / 30700
xnor2: 6 / 52.6
or2: 31 / 194
buf: 166 / 1410
clkbuf: 221 / 831
nand2: 69 / 259
o22ai: 248 / 1550
mux4: 508 / 11800
nor2: 38 / 175
nor2b: 5 / 31.3
==> metal layers <==
metal | vias up | track usage (%)
met3 | 599 | 15.0
met1 | 16300 | 22.0
met4 | 16 | 11.5
met5 | - | 1.25
li1 | 13600 | -
met2 | 2495 | 34.0
==> how the worst min path moves through the flow <==
| stage | to | slack, ns | cells past startpoint |
|---|---|---|---|
| 4_1_cts | x[0][16]$_SDFFCE_PN0P_ | 2.93 | 1 |
| 6_report | x[0][16]$_SDFFCE_PN0P_ | 2.95 | 1 |
| 5_1_grt | x[0][16]$_SDFFCE_PN0P_ | 2.95 | 1 |
No activity file was given, so power comes from the tool's default toggle rates.
