## /design/flow/design.v

```verilog
`timescale 1ns / 1ps
`timescale 1ns / 1ps 
module muldiv#(parameter XLEN = 32)
(
    input                   clk_i,
    input                   rst_i,
    input                   stall_i,
    input  [XLEN-1 : 0]     a_i,
    input  [XLEN-1 : 0]     b_i,
    input                   req_i,
    input  [ 2 : 0]         operation_sel_i,
    output reg [XLEN-1 : 0] muldiv_result_o,
    output reg              ready_o
);
function [XLEN-1 : 0] abs;
    input [XLEN-1 : 0] num;
    abs = num[XLEN-1] ? -num : num;
endfunction
wire operation_mul, operation_mulh, operation_mulhsu, operation_mulhu,
     operation_div, operation_divu, operation_rem, operation_remu;
assign operation_mul = (operation_sel_i == 3'b000);
assign operation_mulh = (operation_sel_i == 3'b001);
assign operation_mulhsu = (operation_sel_i == 3'b010);
assign operation_mulhu = (operation_sel_i == 3'b011);
assign operation_div = (operation_sel_i == 3'b100);
assign operation_divu = (operation_sel_i == 3'b101);
assign operation_rem = (operation_sel_i == 3'b110);
assign operation_remu = (operation_sel_i == 3'b111);
wire is_divider, is_a_zero, is_b_zero,
     is_a_neg, is_b_neg, signed_adjust, mul_overflow;
assign is_divider = operation_sel_i[2];
assign is_a_zero = (a_i == 32'b0);
assign is_b_zero = (b_i == 32'b0);
assign is_a_neg  = a_i[31] & (operation_mulh | operation_mulhsu | operation_div | operation_rem);
assign is_b_neg  = b_i[31] & (operation_mulh | operation_div | operation_rem);
assign signed_adjust = is_a_neg ^ is_b_neg;
assign mul_overflow   = (is_a_neg & (a_i[30: 0] == 31'b0));
wire [XLEN-1 : 0] op_a, op_b;
assign op_a = ( | is_a_neg)? abs(a_i) : a_i;
assign op_b = ( | is_b_neg)? abs(b_i) : b_i;
wire              is_calc_done;
reg  [XLEN-1 : 0] reg32;
reg  [XLEN*2 : 0] result;        
reg  [ 5 : 0]     cnt;
reg  [XLEN-1 : 0]   op_a_r, op_b_r;
reg  [XLEN*2-1 : 0] fast_result, mul0, mul1;
reg  [ 1 : 0]       fast_mul_counter;
assign is_calc_done = !(operation_mul | operation_mulh | operation_mulhsu |
                        operation_mulhu)? ~|cnt : & fast_mul_counter;
wire [XLEN-1 : 0] mull, mulh, quotient, remainder;
assign mull = result[31 : 0];
assign mulh = result[63 : 32];
assign quotient = result[31 : 0];
assign remainder = result[64 : 33];
localparam S_IDLE        = 3'b000,
           S_CALC        = 3'b001,
           S_SIGN_ADJUST = 3'b010,
           S_DONE        = 3'b011,
           S_STALL       = 3'b100;
reg [2 : 0] S, S_nxt;
always @(posedge clk_i)
begin
    if (rst_i)
        S <= S_IDLE;
    else
        S <= S_nxt;
end
always @(*)
begin
    case (S)
        S_IDLE:
            S_nxt = (req_i)? (is_a_zero | is_b_zero)? S_DONE : S_CALC : S_IDLE;
        S_CALC:
            S_nxt = (is_calc_done)? S_SIGN_ADJUST : S_CALC;
        S_SIGN_ADJUST:
            S_nxt = S_DONE;
        S_DONE:
            S_nxt = (stall_i)? S_STALL : S_IDLE;
        S_STALL:
            S_nxt = (stall_i)? S_STALL : S_IDLE;
        default:
            S_nxt = S_IDLE;
    endcase
end
wire mul_add = result[0];
wire div_sub = (result[63: 32] >= reg32);
wire [32 : 0] adder_opa, adder_opb;
assign adder_opa = is_divider ? -reg32 : reg32;
assign adder_opb = result[63: 32];
wire [32 : 0] adder_tmp = adder_opa + adder_opb;
wire [64 : 0] result_tmp = {adder_tmp, result[31: 0]};
always @(posedge clk_i)
begin
    if (rst_i || ((S == S_IDLE) & req_i)) begin
        fast_result <= 32'b0;
        fast_mul_counter <= 2'b0; 
    end
    else begin
        op_a_r <= op_a;
        op_b_r <= op_b;
        mul0 <= op_a_r * op_b_r;
        mul1 <= mul0;
        fast_result <= mul1;
        fast_mul_counter <= (& fast_mul_counter)? fast_mul_counter : fast_mul_counter + 1;
    end
end
always @(posedge clk_i)
begin
    if ( (S == S_IDLE) & req_i)
    begin
        if (is_divider)
        begin                        
            if (is_b_zero)
            begin                    
                result[64: 33] <= a_i;
                result[32]  <= 1'b0;
                result[31: 0] <= {32{1'b1}};
            end
            else
            begin
                cnt <= 'd32;
                reg32 <= op_b;
                result <= {1'b0, 32'b0, op_a};   
            end
        end
        else
        begin                        
            if (is_a_zero | is_b_zero)
            begin
                result <= 65'b0;
            end
            else
            begin
                cnt <= 'd31;
                reg32 <= op_a;
                result <= {1'b0, 32'b0, op_b};   
            end
        end
    end
    else if (S == S_CALC)
    begin
        cnt <= cnt - 'd1;
        if (is_divider)
        begin
            result <= (div_sub)? {result_tmp[63 : 0], 1'b1} : {result[63 : 0], 1'b0};
        end
        else
        begin
            result <= (mul_add)? {1'b0, result_tmp[64 : 1]} : {1'b0, result[64 : 1]};
        end
    end
    else if (S == S_SIGN_ADJUST)
    begin
        if (is_divider)
        begin
            result[64: 33] <= (is_a_neg)? -remainder : remainder;
            result[31: 0] <= (signed_adjust)? -quotient : quotient;
        end
        else
        begin
            result <= (operation_mulh | operation_mulhu)? (signed_adjust)? -fast_result : fast_result
                    : (operation_mulhsu)? (is_a_neg)? -fast_result : fast_result : fast_result;
        end
    end
end
always @(posedge clk_i)
begin
    if (S == S_DONE || S == S_STALL)
        ready_o <= 1;
    else
        ready_o <= 0;
end
always @(posedge clk_i)
begin
    if (S == S_DONE)
        muldiv_result_o <= ( {32{operation_mul}} & mull)
                      | ( {32{operation_mulh | operation_mulhsu | operation_mulhu}} & mulh)
                      | ( {32{operation_div | operation_divu}} & quotient)
                      | ( {32{operation_rem | operation_remu}} & remainder)
                      ;
    else
        muldiv_result_o <= muldiv_result_o;
end
endmodule
```

## /design/flow/run.sh

```bash
#!/bin/bash
# OpenROAD 26Q1-2900-gdf79404cd8, Yosys 0.63+post, stock flow scripts
make -C /OpenROAD-flow-scripts/flow DESIGN_CONFIG=/design/flow/config.mk WORK_HOME=/design/flow/orfs finish
```

## /design/flow/config.mk

```make
export PLATFORM = sky130hd
export DESIGN_NAME = muldiv
export DESIGN_NICKNAME = muldiv
export VERILOG_FILES = /design/flow/design.v
export SDC_FILE = /design/flow/constraint.sdc
export NUM_CORES = 4
export LEC_CHECK = 1
export CORE_UTILIZATION = 50
```

## /design/flow/constraint.sdc

```tcl
current_design muldiv

set clk_period 26.2
set clk_io_pct 0.2

create_clock -name clk0 -period $clk_period [get_ports {clk_i}]

set non_clock_inputs [all_inputs -no_clocks]
set_input_delay [expr $clk_period * $clk_io_pct] -clock clk0 $non_clock_inputs
set_output_delay [expr $clk_period * $clk_io_pct] -clock clk0 [all_outputs]
```

==> flow_summary.toml <==
# yosys + openroad results
[synth]
ys_cells = 6098
synthCells = 6098
synthArstFlopShare = 0
yosysWarnings = 1
top_area_frac = 0.315
ys_ff = 399
synth-main-ff-cell = "edfxtp_1"
ys_sh_aoi = 0.0946
simple_gate_share = 0.171
yosys.area_share.adder = 0.389
syn-cell-area_um2 = 56900
mux_share = 0.0152
topCellsByArea = "fa_1 32%, edfxtp_1 17%, ha_1 7.4%, and2_1 7.1%, inv_1 6.3%"
syn_avg_cell_area_um2 = 9.33
synth_chip_area_um2 = 56900
synthTopLogicFamily = "adder cells"
synth-xor-area-share = 0.0434
synth.distinct_cells = 94
edf_count = 326
ys_seq_frac = 0.198
synth_top_cell_by_area = "fa_1"

[global_route]
overflow = 0
grt_pass1_wl_mm = 272
antenna_found_initial = 12
grt_max_degree = 140
grt_pass1_vias = 44200
track_usage = 0.338

[final_layout]
area_delta_synth_final_pct = 7.28
fin_util = 0.542
drive_above_1_share = 0.0419

[die]
rows = 123
die_w_um = 339
die_h_um = 339
chipArea_um2 = 115000
core-area_um2 = 113000
fp-utilization = 0.505
io_pins = 104

[sta]
setup_tns_ns = 0
fin_worst_skew_ns = 0.0354
max_freq_ghz = 0.107
worst_slew_pin_slew_ns = 1.05
grt_setup_unrepaired = "no"
setup_viol = 0
min_period_ns = 9.33
timing.final.ws_setup_ns = 16.87
timing.slew.headroom = 0.292
hold_viol_final = 0
post-route-period-util = 0.356
report.final.slew_viol_count = 0

[route]
ant_nets = 0
wirelength_mm = 176
vias_per_cell = 5.69
firstDrtPassIters = 9
via_count = 42900
detail_route.wl_per_cell_um = 23.3
post-route-drc-count = 0
drtIter0Drc = 2708

[critical_path]
start_kind = "input pin"
cp_slowest_stage_delay_ns = 0.95
arrival_ns = 9.66
crit_path_end_kind = "register"
cp.required_ns = 26.53
path_buffers = 2
path_max_fanout = 67
worstSetupPathType = "input pin to register"
path_cells = "clkbuf_8, inv_2, nor2_1, xnor2_1, ha_1, o211ai_1, o21ai_0, o211ai_1, and3_1, o41ai_1, a41oi_1, xnor2_1, o2111ai_1, o21ai_1"
cpLargestDelayFamily = "AND-OR/OR-AND gates"
slowest_stage = "o41ai_1"

[cts]
cts.sinks = 399
cts_root_buffer = "clkbuf_16"
cts_buffer_depth = 3
worstSkewPairLatency_ns = 0.61
postCtsHoldBufs = 0
cts_tree = "done"
post_cts_buffers = 0
path_clk_slew_ns = 0.06
cts_resized = 0
cts_buffers = 46
htree_num_levels = 2

[flow_run]
maxCapViolCount = 0
openroad.warnings = 33

[worst_hold_path]
hold_class = "register to register"

[placement]
dp_hpwl_mm = 136
place_ws_ns = 16.50
gp_congestion = 1.03
portBuffers = 103

[outcome]
status = "finished clean"
-- layout make-up --
| cell class | instances | area (um^2) |
|---|---|---|
| flip-flops and latches | 399 | 11300 |
| clock inverters | 30 | 457 |
| diodes | 5 | 12.5 |
| fillers | 10200 | 51600 |
| repair buffers | 224 | 1970 |
| clock buffers | 56 | 1220 |
| well taps | 1500 | 1880 |
| inverters | 962 | 3610 |
| multi-input cells | 4374 | 40700 |
-- layer usage --
layer	vias to the layer above	GRT usage	wire [um]
met5	-	0.00163	48
met4	10	0.0793	5200
met3	299	0.138	19800
met2	1820	0.488	80100
met1	21500	0.510	71100
li1	19300	-	-
-- flip-flops by register name, summed over array words and instances (netlist names) --
signal	cells
op_a_r	32
result	65
fast_mul_counter	2
fast_result	64
mul0	64
ready_o	1
muldiv_result_o	32
cnt	6
mul1	64
op_b_r	32
reg32	32
S	5
-- path summary, 6_finish.rpt --
path / from / endpoint / slack, ns / cells past startpoint
max: operation_sel_i[2] / result[62]$_DFFE_PP_ / 16.87 / 14
min: mul0[21]$_DFFE_PN_ / mul1[21]$_DFFE_PN_ / 0.39 / 0
max reg2reg: op_b_r[13]$_DFFE_PN_ / mul0[62]$_DFFE_PN_ / 17.49 / 25
min reg2reg: mul0[21]$_DFFE_PN_ / mul1[21]$_DFFE_PN_ / 0.39 / 0
-- synth_stat cells (all sizes together) (6+ instances only) --
cell type  count
inv          962
fa           897
nand2        675
and2         651
ha           336
clkbuf       334
edfxtp       326
a21oi        258
nor2         241
o21ai        196
xnor2        165
xor2         117
dfxtp         73
a21o          72
nand3         66
mux2i         63
nor3          63
o211ai        48
or3           41
o31ai         36
a211oi        35
a31oi         35
o22ai         32
nor4          31
nand4         30
buf           29
nor2b         24
and3          23
or4           22
nand2b        21
o41ai         17
or2           14
a221oi        13
o21a          13
a22oi         12
a211o         11
o21bai        11
mux2           9
o221ai         9
nand3b         7
a311oi         6
mux4           6
o311a          6
-- layout by cell type, fill, tap and decap left out, drive strengths merged, types with 48 or more instances in the layout --
master and instances:
a21o 72, a21oi 258, and2 651, buf 121, clkbuf 57, clkdlybuf4s50 102
dfxtp 73, edfxtp 326, fa 897, ha 336, inv 963, mux2i 63
nand2 675, nand3 66, nor2 241, nor3 63, o211ai 48, o21ai 196
xnor2 165, xor2 117
-- cell families after synthesis --
group / Yosys count
compound gates: 853
fa+ha+maj: 1233
flops: 399
buf+inv: 1325
simple gates: 1928
xor+xnor: 282
mux: 78
-- stage by stage --
step           cells  instance area [um^2]  hold slack, ns
2_1_floorplan   6098                 56900           0.396
3_3_place_gp    7459                 59400           0.402
3_5_place_dp    7459                 59400           0.405
4_1_cts         7545                 61100           0.399
5_1_grt         7547                 61100           0.399
6_report        7550                 61100           0.393
