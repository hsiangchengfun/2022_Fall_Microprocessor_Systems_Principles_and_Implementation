==> design/flow/design.v <==
`timescale 1 ns / 1 ps
`timescale 1ns / 1ps 
module atomic_unit #
(
    parameter integer N      = 1,    
    parameter integer XLEN   = 32,   
    parameter integer CLSIZE = 128  
)
(
    input                 clk_i,
    input                 rst_i,
    input  [N-1 : 0]      core_id_i,  
    input                 core_strobe_i,
    input  [XLEN-1 : 0]   core_addr_i,
    input                 core_rw_i,
    input  [CLSIZE-1 : 0] core_data_i,
    output                core_done_o,
    output [CLSIZE-1 : 0] core_data_o,
    input                 core_is_amo_i,
    input  [ 4 : 0]       core_amo_type_i,
    output                M_DMEM_strobe_o,
    output [XLEN-1 : 0]   M_DMEM_addr_o,
    output                M_DMEM_rw_o,
    output [CLSIZE-1 : 0] M_DMEM_data_o,
    input                 M_DMEM_done_i,
    input  [CLSIZE-1 : 0] M_DMEM_data_i
);
localparam Bypass    = 0,
           AmoRd     = 1,
           AmoWr     = 2,
           AmoFinish = 3,
           AmoWaitCohere = 4,
           Lr        = 5,
           Wait      = 6;
reg  [CLSIZE-1 : 0]    m_data;
reg  [ 2 : 0]          state;
reg  [ 2 : 0]          state_next;
reg  [$clog2(N) : 0]   core_id_bin;
reg  [XLEN-1 : 2]      reservation_addr [N-1:0];
reg  [N-1 : 0]         reservation;
reg  [N-1 : 0]         addr_h_match;  
reg  [N-1 : 0]         addr_l_match;
reg  [N-1 : 0]         rm_reservation;
wire                   sc_fail;
wire is_lr = (core_amo_type_i[1:0] == 2'b10);
wire is_sc = (core_amo_type_i[1:0] == 2'b11);
wire                amo_strobe;
wire [XLEN-1 : 0]   amo_addr;
wire                amo_rw;
wire                amo_done;
wire [CLSIZE-1 : 0] amo_data2core;
wire [CLSIZE-1 : 0] amo_data2mem;
wire [ 4 : 0]     op;
wire [XLEN-1 : 0] rs1;    
wire [XLEN-1 : 0] rs2;    
reg  [XLEN-1 : 0] result;
always @(posedge clk_i)
begin
    if (rst_i)
        state <= Bypass;
    else
        state <= state_next;
end
always @(*) begin
    case (state)
        Bypass:
            if (core_strobe_i & core_is_amo_i)
                if (is_sc & sc_fail)
                    state_next = AmoFinish;
                else
                    state_next = AmoRd;
            else
                state_next = Bypass;
        AmoRd:
            if (M_DMEM_done_i)
                if(is_lr)
                    state_next = AmoFinish;
                else
                    state_next = Wait;
            else
                state_next = AmoRd;
        Wait:
            state_next = AmoWr;
        AmoWr:
            if (M_DMEM_done_i)
                state_next = AmoFinish;
            else
                state_next = AmoWr;
        AmoFinish:
            state_next = Bypass;
        default: 
            state_next = Bypass;
    endcase
end
always @(posedge clk_i ) begin
    if (state == AmoRd)
        m_data <= M_DMEM_data_i;
end
always @(*) begin
    case (core_id_i)
        2'b01: core_id_bin = 0;
        2'b10: core_id_bin = 1;
        default: core_id_bin = 0;
    endcase
end
integer i;
always @(*) begin
    for (i = 0 ; i < N ; i = i + 1) begin
        addr_h_match[i] = (reservation_addr[i][XLEN-1:5] == core_addr_i[XLEN-1:5]);  
        addr_l_match[i] = (reservation_addr[i][4:2] == core_addr_i[4:2]);
        rm_reservation[i] = (is_sc & core_id_bin == i) | (~is_lr & core_rw_i & addr_h_match[i]);
    end
end
always @(posedge clk_i ) begin
    for (i = 0 ; i < N ; i = i + 1) begin
        if (rst_i) begin
            reservation[i] <= 1'b0;
        end else if(core_done_o) begin
            reservation[i] <= (is_lr & core_id_bin == i ) & ~rm_reservation[i];
        end
    end
end
always @(posedge clk_i ) begin
    if (rst_i)
        for (i = 0 ; i < N ; i = i + 1)
            reservation_addr[i] <= 0;
    else if (core_done_o & is_lr)
        reservation_addr[core_id_bin] <= core_addr_i[XLEN-1:2];
end
assign sc_fail = ~(reservation[core_id_bin] & addr_l_match[core_id_bin] & addr_h_match[core_id_bin]);
assign rs1         = m_data[CLSIZE-1:CLSIZE-32];
assign rs2         = core_data_i[CLSIZE-1:CLSIZE-32];
assign op          = core_amo_type_i;
assign amo_strobe    = (state == AmoRd) || (state == AmoWr);
assign amo_rw        = (state == AmoWr);
assign amo_data2core = {is_sc ? { {XLEN-1{1'b0}}, sc_fail} : rs1, {CLSIZE-32{1'b0}}};
assign amo_data2mem  = {result, m_data[CLSIZE-1-32:0]};
assign amo_done      = (state == AmoFinish);
assign M_DMEM_strobe_o  = core_is_amo_i ? amo_strobe    : core_strobe_i;
assign M_DMEM_addr_o    = core_addr_i;
assign M_DMEM_rw_o      = core_is_amo_i ? amo_rw        : core_rw_i;
assign M_DMEM_data_o    = core_is_amo_i ? amo_data2mem  : core_data_i;
assign core_done_o      = core_is_amo_i ? amo_done      : M_DMEM_done_i;
assign core_data_o      = core_is_amo_i ? amo_data2core : M_DMEM_data_i;
localparam [4:0] SWAP = 5'b00001,
                 ADD  = 5'b00000,
                 XOR  = 5'b00100,
                 AND  = 5'b01100,
                 OR   = 5'b01000,
                 MIN  = 5'b10000,
                 MAX  = 5'b10100,
                 MINU = 5'b11000,
                 MAXU = 5'b11100,
                 SC   = 5'b00011;
wire               rs1_SLT_rs2;
wire signed [32:0] rs1_ext;
wire signed [32:0] rs2_ext;
assign rs1_ext = {(~op[3] & rs1[31]), rs1};
assign rs2_ext = {(~op[3] & rs2[31]), rs2};
assign rs1_SLT_rs2 = rs1_ext < rs2_ext;
always @(*) begin
    case (op)
        SC  : result = rs2;
        SWAP: result = rs2;
        ADD : result = rs1 + rs2;
        XOR : result = rs1 ^ rs2;
        AND : result = rs1 & rs2;
        OR  : result = rs1 | rs2;
        MIN : result = rs1_SLT_rs2 ? rs1 : rs2;
        MAX : result = rs1_SLT_rs2 ? rs2 : rs1;
        MINU: result = rs1_SLT_rs2 ? rs1 : rs2;
        MAXU: result = rs1_SLT_rs2 ? rs2 : rs1;
        default: result = rs2;
    endcase
end
endmodule
==> design/flow/run.sh <==
#!/bin/bash
# OpenROAD 26Q1-2900-gdf79404cd8, Yosys 0.63+post, stock flow scripts
make -C /OpenROAD-flow-scripts/flow DESIGN_CONFIG=/design/flow/config.mk WORK_HOME=/design/flow/orfs finish
==> design/flow/config.mk <==
export PLATFORM = sky130hd
export DESIGN_NAME = atomic_unit
export DESIGN_NICKNAME = atomic_unit
export VERILOG_FILES = /design/flow/design.v
export SDC_FILE = /design/flow/constraint.sdc
export NUM_CORES = 4
export LEC_CHECK = 1
export CORE_AREA = 10 10 267 267
export DIE_AREA = 0 0 277 277
==> design/flow/constraint.sdc <==
current_design atomic_unit

set clk_period 15.5
set clk_io_pct 0.2

create_clock -name clk0 -period $clk_period [get_ports {clk_i}]

set non_clock_inputs [all_inputs -no_clocks]
set_input_delay [expr $clk_period * $clk_io_pct] -clock clk0 $non_clock_inputs
set_output_delay [expr $clk_period * $clk_io_pct] -clock clk0 [all_outputs]
==> flow_summary_export.csv <==
group,metric,value,unit
global_route,antenna_found_initial,18,
final_timing,period_used_share,69.7,%
detailed_routing,routed_wl,61000,um
synth,async_flop_share,0,%
place,gp_congestion,0.917,
final_timing,finalWorstSetupSlack,4690,ps
global_route,grt_pass1_wl,87000,um
clock_tree,insertion_delay,490,ps
synth,yosys.area.top_type,"edfxtp_1",
power_and_ir_drop,power_leakage,7.34,nW
global_route,grt_max_degree,68,
critical_path,startpoint,"core_data_i[111]",
critical_path,start_kind,"input pin",
final_timing,finalSetupViolCount,0,
synth,synth.distinct_cells,76,
floorplanning,die_height,277,um
critical_path,r2r_start,"state[3]",
clock_tree,htree_levels,4,
critical_path,worst-setup-path-type,"input pin to output port",
detailed_routing,diodes,0,
run,warnings,90,
cells_and_area,utilization,29.9,%
place,dpl_worst_slack,4590,ps
final_timing,fmaxAchievable,92.5,MHz
critical_path,crit_path_max_fanout,14,
global_route,grt_pass1_vias,12100,
floorplanning,core,0.0656,sq mm
detailed_routing,vias,11700,
critical_path,crit_arrival,7710,ps
power_and_ir_drop,comb_power_share,27.6,%
global_route,overflow,0,
critical_path,cp-end-kind,"output port",
detailed_routing,antenna_left,0,
clock_tree,numClockSinks,164,
detailed_routing,via_per_inst,4.33,
power_and_ir_drop,intPower,932,uW
final_timing,rsz0062_at_grt,"false",
place,dp_hpwl,49900,um
synth,syn-cell-area,0.0126,sq mm
final_timing,finClkSkew,22.0,ps
power_and_ir_drop,power_frac_clock,33.8,%
power_and_ir_drop,ir_drop,0.0597,mV
floorplanning,fp_util,19.1,%
final_timing,relSlewSlack,37.4,%
power_and_ir_drop,p_seq_share,38.6,%
clock_tree,cts_resized,0,
cells_and_area,final_cells,2697,
synth,ys_warn_count,1,
detailed_routing,drtPass1Iterations,6,
cells_and_area,nFillCells,6727,
synth,synth.avg_cell_area,9.61,sq um
power_and_ir_drop,switchingPower,400,uW
clock_tree,cts_setup_buffers,0,
detailed_routing,drt_iter0_drc,767,
synth,yosys_cells,1306,
synth,flop_cell,"edfxtp_1",
floorplanning,rows,94,
clock_tree,hold_buffers,0,
cells_and_area,layout-drive-gt1-share,9.33,%
run,drv_cap,0,
floorplanning,chipArea,0.0767,sq mm
final_timing,worst_pin_slew,936,ps
final_timing,min_period,10810,ps
global_route,grt_util_all_layers,15.6,%
floorplanning,num_io_pins,591,
power_and_ir_drop,power.density,67.8,mW/mm^2
synth,synth_seq_share,38.7,%
worst_hold_path,holdCritStartpoint,"state[4]",
clock_tree,cts_buffers,17,
cells_and_area,syn_to_final_growth,56.5,%
detailed_routing,drcViolationCount,0,
synth,top_cell,"edfxtp_1",
clock_tree,clk_path_buf_depth,2,
power_and_ir_drop,p_sw_share,30.0,%
place,placedCellCount,2665,
worst_hold_path,hp-class,"flip-flop to flip-flop",
synth,syn_inst,1306,
place,port_buffers,585,
final_timing,holdWs,453,ps
clock_tree,clock-root-buffer,"clkbuf_16",
synth,yosys.area.top_type_share,37.8,%
synth,ys.flops,164,
status,status,"completed",
critical_path,cp.required,12400,ps
synth,common_cells,"edfxtp_1, inv_1, nor2b_1, mux2_2, ha_1",
clock_tree,cts_tree,"built",
detailed_routing,wire_per_inst,22.6,um
final_timing,setup-tns-final,0,ps
final_timing,hold_viol,0,
floorplanning,die_w,277,um
final_timing,report.final.slew_viol_count,0,
synth,area_leaders,"edfxtp_1, ha_1, mux2_2",
clock_tree,clkTransAtPathRegs,70,ps
synth,ys_area,0.0126,sq mm
synth,edf_count,158,
-- critical path: stages --
cell,delay (ps)
clkdlybuf4s50_1,520
inv_1,80
ha_1,410
or4_4,590
nor4b_2,350
nand3_1,170
a2111oi_2,480
a21oi_2,100
a21oi_4,480
buf_4,340
a222oi_1,140
o21ai_1,270
clkdlybuf4s50_1,680
-- registers in the layout, summed over array words and instances, names as in the netlist --
signal / flops
reservation_addr: 30
m_data: 128
reservation: 1
state: 5
-- power by group through the flow --
| stage | Combinational [mW] | Clock (mW) | Sequential [mW] |
|---|---|---|---|
| after CTS | 0.374 | 0.472 | 0.515 |
| after global routing | 0.400 | 0.484 | 0.516 |
| final | 0.368 | 0.450 | 0.514 |
-- cell usage in the layout (no fill, tap or decap), types with 6 or more instances in the layout --
cell | netlist | final
a211oi_1 | 8 | 8
a21o_1 | 16 | 16
a21oi_1 | 74 | 74
a221oi_1 | 16 | 16
a222oi_1 | 8 | 8
a22oi_1 | 6 | 6
and2_1 | 33 | 33
buf_4 | 32 | 17
clkbuf_16 | 0 | 17
clkdlybuf4s50_1 | 0 | 583
edfxtp_1 | 158 | 158
ha_1 | 96 | 96
inv_1 | 112 | 112
mux2_2 | 98 | 98
nand2_1 | 95 | 95
nand3_1 | 13 | 13
nand4_1 | 14 | 14
nor2_1 | 65 | 65
nor2b_1 | 102 | 102
nor3_1 | 16 | 16
o21ai_0 | 80 | 80
o21ai_1 | 21 | 21
o22ai_1 | 9 | 9
or3_1 | 9 | 9
xnor2_1 | 46 | 46
xor2_1 | 9 | 9
-- cell families after synthesis --
group | count (synthesis) | share of synthesized area [%]
xor gates and xnor gates | 55 | 3.84
adders and majority gates | 97 | 9.73
AOI/OAI and AO/OA | 291 | 14.8
and+or+nand+nor | 376 | 15.8
buffers and inverters | 220 | 7.91
DFF | 164 | 38.7
muxes | 103 | 9.19
-- metal layers --
metal | up-vias | share of wire, % | global-route usage (%)
li1 | 5611 | - | -
met1 | 5461 | 39 | 18.5
met2 | 491 | 48 | 26.0
met3 | 93 | 9.5 | 6.39
met4 | 26 | 3.0 | 3.71
met5 | - | 0.28 | 0
-- stage by stage --
stage / power (mW) / cell area, sq um
2_1_floorplan: 0.661 / 12600
3_3_place_gp: 0.896 / 19100
3_5_place_dp: 0.896 / 19100
4_1_cts: 1.36 / 19700
5_1_grt: 1.40 / 19700
6_report: 1.33 / 19700
-- path summary, 6_finish.rpt --
kind                        to  cells after the start  slack [ps]
min reg2reg           state[0]                      1         450
max reg2reg         m_data[98]                      2       12960
max          M_DMEM_data_o[99]                     13        4690
min                   state[0]                      1         450
-- area by class of cell --
cell class                      instances  area, sq um  area share (%)
Sequential cell                       164         4870            24.8
Inverter                              113          424            2.16
Clock buffer                           18          429            2.18
Tap cell                              864         1080            5.50
Timing Repair Buffer                  602         5980            30.4
Clock inverter                         14          156           0.796
Multi-Input combinational cell        922         6710            34.1
Power figures rest on the tool's default switching activity, not on a simulated workload.
